File: flow/design.v
module Butterfly_C #(parameter data_width=16)
(   input wire signed [data_width-1:0] A_real, A_imag, B_real, B_imag, W_real, W_imag,
	input  clk_MAC, aclr, sload,
	input [1:0] select,
	output reg signed[data_width-1:0] O_real, O_imag
);
wire signed [data_width-1:0] W_imag_neg;
assign W_imag_neg = ~W_imag + 1'b1;
wire signed [data_width-1:0] MUX1_o, MUX2_o, MUX3_o, MUX4_o;
MUX_4x1 #(.data_width(data_width)) MUX1 (.D(B_real), .A(B_imag), .C(A_real), .B(16'd0), .MUX_o(MUX1_o), .sel(select));
MUX_4x1 #(.data_width(data_width)) MUX2(.D(W_real), .A(W_imag_neg), .C(16'b0000000100000000),.B(16'd0), .MUX_o(MUX2_o), .sel(select));
MUX_4x1 #(.data_width(data_width)) MUX3 (.D(B_real), .A(B_imag), .C(A_imag),.B(16'd0), .MUX_o(MUX3_o), .sel(select));
MUX_4x1 #(.data_width(data_width)) MUX4 (.D(W_imag), .A(W_real), .C(16'b0000000100000000),.B(16'd0), .MUX_o(MUX4_o), .sel(select));
wire signed [data_width-1:0] adder_out1, adder_out2;
always @( adder_out1, adder_out2)
begin
	O_real = adder_out1;
	O_imag = adder_out2;
end
 MAC #(.data_width(data_width)) MAC1
(
	.dataa(MUX1_o),
	.datab(MUX2_o),
	.clk(clk_MAC), .aclr(aclr),  .sload(sload),		
	.adder_out(adder_out1)
);
MAC #(.data_width(data_width)) MAC2
(
	.dataa(MUX3_o),
	.datab(MUX4_o),
	.clk(clk_MAC), .aclr(aclr),  .sload(sload),		
	.adder_out(adder_out2)
);
endmodule
module MAC #(parameter data_width =32)
(
	input wire signed [data_width-1:0] dataa,
	input wire signed [data_width-1:0] datab,
	input wire clk, aclr,  sload,		 
	output reg signed [data_width-1:0] adder_out
);
	reg  sload_reg;
	reg signed [data_width-1:0] old_result;
	wire signed [(2*data_width)-1:0] multa;
	wire A_is_pos, B_is_pos;
	assign multa = dataa * datab;
	always @ (adder_out, sload_reg)
	begin
		if (sload_reg)
			old_result <= 0;
		else
			old_result <= adder_out;
	end
	always @ (posedge clk or negedge aclr)
	begin
		if (~aclr)
		begin
			sload_reg <= 0;
			adder_out <= 0;
		end
		else 
		begin
			sload_reg <= sload;
			adder_out <= old_result + multa[23:8];
		end
	end
endmodule
module MUX_4x1 #(parameter data_width=32)
(
	input wire signed [data_width-1:0] A, B,C,D,
	input wire [1:0]	sel,
	output reg signed [data_width-1:0] MUX_o
);
always @ (*)
begin
	case (sel)
			2'b00:	begin
						MUX_o = A;
					end
			2'b01:	begin
						MUX_o = B;
					end
			2'b10:	begin
						MUX_o = C;
					end		
			2'b11:	begin
						MUX_o = D;
					end
	endcase
end
endmodule
File: flow/run.sh
#!/bin/bash
# OpenROAD 26Q1-2900-gdf79404cd8, Yosys 0.63+post, stock flow scripts
make -C /OpenROAD-flow-scripts/flow DESIGN_CONFIG=/design/flow/config.mk WORK_HOME=/design/flow/orfs finish
File: flow/config.mk
export PLATFORM = sky130hd
export DESIGN_NAME = Butterfly_C
export DESIGN_NICKNAME = Butterfly_C
export VERILOG_FILES = /design/flow/design.v
export SDC_FILE = /design/flow/constraint.sdc
export NUM_CORES = 4
export LEC_CHECK = 1
export CORE_UTILIZATION = 50
File: flow/constraint.sdc
current_design Butterfly_C

set clk_period 8.2
set clk_io_pct 0.2

create_clock -name clk0 -period $clk_period [get_ports {clk_MAC}]

set non_clock_inputs [all_inputs -no_clocks]
set_input_delay [expr $clk_period * $clk_io_pct] -clock clk0 $non_clock_inputs
set_output_delay [expr $clk_period * $clk_io_pct] -clock clk0 [all_outputs]
==> Changelog: implementation <==
## Implementation

* Origin of the worst min-delay path: MAC1.adder_out[0]
* GPL Wtd Cong at 1.02
* Design area at 26100 µm²
* Setup_tns at -4650 ps
* Routed Wire Length at 59.4 mm
* H-tree lvl count at 2
* Num CTS Buffers at 5
* Failing checks: negative setup slack
* CP Max Fanout at 3
* Worst setup EP type: flop
* Critical path's slowest cell: or4_4
* Number of cells in Yosys stat at 2127
* Final Hold Violation Tally at 0
* Clk latency late pin at 300 ps
* Core box area at 35600 µm²
* RSZ-0062 raised after global routing: yes
* Clk Tree Root Cell: clkbuf_16
* Sw frac at 45.6%
* Static leakage at 12.9 nW
* Register share after synthesis at 4.57%
* Drt via density at 5.21
* Arrival time worst endpoint at 9080 ps
* Max VDD drop at 1.52 mV
* PortBufs at 132
* Final Cycle Share at 108%
* Worst r2r path cells at 12
* Chip Footprint at 36900 µm²
* Die W at 192 µm
* Crit path top cell by count: fa_1
* Slew margin rel. at 66.2%
* Routed Antenna Nets at 0
* Largest net degree at the start of global routing at 35
* Internal at 5.31 mW
* Hold Crit Endpoint: MAC1.adder_out[0]
* Ys flops at 33
* Syn Area/Cell at 8.50 µm²
* Crit path required time at 8380 ps
* Synth unique cells at 62
* Outcome: complete, but fails checks
* Max-Cap Viols at 0
* Clock share of power at 2.1%
* Fin Hold WS at 677 ps
* CTS Buffer Depth at 2
* IO Pins at 133
* Post-synth EDFFs at 0
* Fp util at 50.8%
* Ao+oa area frac at 9.20%
* Worst Tran Pin Value at 502 ps
* Biggest combinational cell group after synthesis: adder cells
* Yosys Chip Area at 18100 µm²
* Clk sinks at 33
* Net switching power at 4.45 mW
* Biggest cell delay along the critical path at 580 ps
* Worst setup margin at -692 ps
* Skew final at 8.33 ps
* Worst setup path class: in2reg
* Clock-pin slew on the worst setup and hold paths at 60 ps
* Dpl hpwl at 48.5 mm
* Ys flop type: dfrtp_1
* P per Cell Area at 375 nW/µm²
* Period minus WS final at 8890 ps
* First-pass GRT wire length at 92.3 mm
* Syn Std Cell Area at 18100 µm²
* Final slew viol count at 0
* Final total power at 9.76 mW
* DR pass1 iterations at 6
* Dpl cell area at 23500 µm²
* # setup viols final at 14
* Combinational power share at 94.2%
* Global route overflow at 0
* Synth Area in Simple Gates at 15.3%
* Die Y at 192 µm
* DRC viols at 0
* DP Worst Slack at -1500 ps
* Gr usage total at 35.5%
* Antenna violations before repair at 0
* WP depth at 32
* Worst setup SP type: primary input
* Most instantiated logic cells after routing: buf_4 (474), inv_1 (472), fa_1 (360)
* Critical path launch point: W_imag[10]
* Mapped Cells at 2127
* Reg-to-Reg End: MAC2.adder_out[15]
* Top delay family on crit path: adder cells
* Vias at 16700
* 1st-iter DRT viols at 755
* Seq pwr share at 3.8%
* Worst Hold Class: reg2reg
* Async S/R FF share, synth at 100%
* Peak Freq at 112 MHz
* Mux frac, synth at 0.498%
* Synth Area in Adders at 53.2%
* Xor and xnor fraction of the mapped netlist area at 5.48%
* Launching point of the worst reg2reg path: MAC2.sload_reg
* P&R area growth vs syn at 44.1%
* Syn. warnings at 3
* Layout cells sized above 1 at 32.5%
* Antenna diode count at 0
* Most used logic cell in the final layout: buf_4
* Vias in the first global route at 17200
* TritonCTS clock tree: built
* Num rows at 69
* Buf/Inv on CP at 6
* Hold depth at 2
* Reg2reg setup slack at 4980 ps
* Routed length per placed instance at 18.5 µm
* Number of OpenROAD warnings at 28
## final cells by class
class | instances | area, µm²
sequential | 33 | 826
tap | 461 | 577
timing repair buffer | 680 | 5800
multi-input combinational | 1528 | 16800
inverter | 505 | 1900
clock buffer | 7 | 143
fill | 2465 | 9520
## worst max-delay path by stage
| stage | end | slack (ps) |
|---|---|---|
| CTS | MAC1.adder_out[15] | -1080 |
| global route | MAC1.adder_out[15] | -910 |
| finish | MAC1.adder_out[15] | -690 |
## routing by layer
layer / share of wire [%] / global-route usage [%]
met1: 43 / 56.6
met2: 42 / 48.9
met3: 12 / 14.5
met4: 2.5 / 5.42
met5: 0 / 0.275
## timing repair
| item | CTS | global route |
|---|---|---|
| cloned | 3 | 0 |
| buffers inserted | 83 | 36 |
| pin swaps | 162 | 152 |
| hold buffers | 0 | 0 |
| resized | 252 | 212 |
| endpoints found under the setup margin | 21 | 18 |
## cell usage after synthesis, types with 41 or more instances
master | count | share of area (%)
xnor2_1 | 79 | 3.8
nor2_1 | 232 | 4.8
clkbuf_1 | 50 | 1.0
o21ai_0 | 42 | 1.2
a22o_1 | 45 | 2.2
ha_1 | 171 | 12
nor2b_1 | 42 | 1.5
nand2_1 | 252 | 5.2
fa_1 | 374 | 41
inv_1 | 505 | 10
a22oi_1 | 44 | 1.8
a21oi_1 | 41 | 1.1
## worst reg2reg max path: cells and delay by family, from the launching register on
kind	cells	cell delay, ps
compound gates	6	1300
xor+xnor	1	230
fa+ha+maj	1	310
buf+inv	1	380
flops	1	320
simple gates	3	560
## metrics by stage
step	utilization, %	instances
floorplan	-	2127
global placement	66.0	3096
detailed placement	66.0	3096
CTS	70.3	3184
global route	73.2	3214
finish	73.2	3214
## logic make-up (layout without fill, tap and decap cells)
| family | Yosys count | in the layout |
|---|---|---|
| simple gates | 633 | 633 |
| buf+inv | 566 | 1192 |
| fa+ha+maj | 545 | 545 |
| compound gates | 236 | 236 |
| xor+xnor | 106 | 106 |
| flops | 33 | 33 |
| mux | 8 | 8 |
## power by group through the flow
stage | clock, mW | combinational (mW) | sequential, mW
6_report | 0.201 | 9.19 | 0.366
5_1_grt | 0.214 | 10.1 | 0.377
4_1_cts | 0.210 | 7.80 | 0.367
Power figures rest on the tool's default switching activity, not on a simulated workload.
