--- run.sh ---
#!/bin/bash
# OpenROAD 26Q1-2900-gdf79404cd8, Yosys 0.63+post, stock flow scripts
make -C /OpenROAD-flow-scripts/flow DESIGN_CONFIG=/design/flow/config.mk WORK_HOME=/design/flow/orfs finish
--- config.mk ---
export PLATFORM = sky130hd
export DESIGN_NAME = Butterfly_D
export DESIGN_NICKNAME = Butterfly_D
export VERILOG_FILES = /design/flow/design.v
export SDC_FILE = /design/flow/constraint.sdc
export NUM_CORES = 4
export LEC_CHECK = 1
export CORE_UTILIZATION = 40
--- constraint.sdc ---
current_design Butterfly_D

set clk_period 10.0
set clk_io_pct 0.2

create_clock -name clk0 -period $clk_period [get_ports {clk_MAC}]

set non_clock_inputs [all_inputs -no_clocks]
set_input_delay [expr $clk_period * $clk_io_pct] -clock clk0 $non_clock_inputs
set_output_delay [expr $clk_period * $clk_io_pct] -clock clk0 [all_outputs]
--- design.v ---
module Butterfly_D #(parameter data_width=16)
(   input wire signed [data_width-1:0] A_real, A_imag, B_real, B_imag, W_real, W_imag,
	input  clk_MAC, aclr, sload,
	input [1:0] select,
	output reg signed [data_width-1:0] O_real, O_imag
);
wire signed [data_width-1:0] W_real_neg;
assign W_real_neg = ~W_real + 1'b1;
wire signed [data_width-1:0] W_imag_neg;
assign W_imag_neg = ~W_imag + 1'b1;
wire signed [data_width-1:0] MUX1_o, MUX2_o, MUX3_o, MUX4_o;
MUX_4x1 #(.data_width(data_width)) MUX1 (.D(B_real), .A(B_imag), .C(A_real), .B(16'b0), .MUX_o(MUX1_o), .sel(select));
MUX_4x1 #(.data_width(data_width)) MUX2(.D(W_real_neg), .A(W_imag), .C(16'b0000000100000000),.B(16'b0), .MUX_o(MUX2_o), .sel(select));
MUX_4x1 #(.data_width(data_width)) MUX3 (.D(B_real), .A(B_imag), .C(A_imag),.B(16'b0), .MUX_o(MUX3_o), .sel(select));
MUX_4x1 #(.data_width(data_width)) MUX4 (.D(W_imag_neg), .A(W_real_neg), .C(16'b0000000100000000),.B(16'b0), .MUX_o(MUX4_o), .sel(select));
wire signed [data_width-1:0] adder_out1, adder_out2;
always @(adder_out1, adder_out2)
begin
	O_real = adder_out1;
	O_imag = adder_out2;
end
 MAC #(.data_width(data_width)) MAC1
(
	.dataa(MUX1_o),
	.datab(MUX2_o),
	.clk(clk_MAC), .aclr(aclr),  .sload(sload),		
	.adder_out(adder_out1)
);
MAC #(.data_width(data_width)) MAC2
(
	.dataa(MUX3_o),
	.datab(MUX4_o),
	.clk(clk_MAC), .aclr(aclr),  .sload(sload),		
	.adder_out(adder_out2)
);
endmodule
module MAC #(parameter data_width =32)
(
	input wire signed [data_width-1:0] dataa,
	input wire signed [data_width-1:0] datab,
	input wire clk, aclr,  sload,		 
	output reg signed [data_width-1:0] adder_out
);
	reg  sload_reg;
	reg signed [data_width-1:0] old_result;
	wire signed [(2*data_width)-1:0] multa;
	wire A_is_pos, B_is_pos;
	assign multa = dataa * datab;
	always @ (adder_out, sload_reg)
	begin
		if (sload_reg)
			old_result <= 0;
		else
			old_result <= adder_out;
	end
	always @ (posedge clk or negedge aclr)
	begin
		if (~aclr)
		begin
			sload_reg <= 0;
			adder_out <= 0;
		end
		else 
		begin
			sload_reg <= sload;
			adder_out <= old_result + multa[23:8];
		end
	end
endmodule
module MUX_4x1 #(parameter data_width=32)
(
	input wire signed [data_width-1:0] A, B,C,D,
	input wire [1:0]	sel,
	output reg signed [data_width-1:0] MUX_o
);
always @ (*)
begin
	case (sel)
			2'b00:	begin
						MUX_o = A;
					end
			2'b01:	begin
						MUX_o = B;
					end
			2'b10:	begin
						MUX_o = C;
					end		
			2'b11:	begin
						MUX_o = D;
					end
	endcase
end
endmodule
==> deck_impl_summary.md <==
Run Summary

Worst setup path
  – Maximum fanout along the worst path: 5
  – Cell with the biggest individual delay on the critical path: fa_1
  – Capturing element type of the critical path: register
  – Classification of the worst setup path: input pin to register
  – Source of the critical timing path: W_imag[0]
  – Data arrival time of the critical path: 9.93 ns
  – Req. time, crit path: 10.22 ns
  – Cell type group with the largest total delay on the critical path: adder cells
  – Highest cell delay on the worst timing path: 0.53 ns
  – Top cell by count, worst path: fa_1
  – Buf/Inv on CP: 7
  – Kind of launch point of the worst setup path: input pin
  – Reg2reg start: MAC2.sload_reg

Yosys
  – Yosys Chip Area: 0.01846 mm^2
  – Yosys warning tally: 3
  – Yosys reg bits: 33
  – Number of distinct library cells after synthesis: 71
  – Post-Syn Area: 0.01846 mm^2
  – Top flip-flop cell by instance count after synthesis: dfrtp_1
  – Yosys stat cell total: 2179
  – Sequential cell area fraction in the yosys report: 4.472%
  – Portion of synthesized cell area occupied by the leading cell type: 40.55%
  – Number of enable flip-flop cells: 0
  – Cell area leaders: fa_1 (41%), ha_1 (12%), inv_1 (11%), nor2_1 (5.2%), nand2_1 (5.1%)
  – Top cells by count, synth: inv_1 (517), fa_1 (374), nor2_1 (254)
  – Cell taking the most area after synthesis: fa_1
  – Avg Cell Area, Syn: 8.474 um^2
  – Async SR Flop Fraction: 100.0%
  – Top cell type by instance count after synthesis: inv_1
  – Synthesized netlist cell count: 2179

Global routing
  – Gr usage total: 26.22%
  – Pin count of the biggest net entering global routing: 58
  – Via count of the first global-routing pass: 16724
  – Aggregate global routing overflow: 0
  – Wire length of the first global-routing pass: 89130 um
  – Number of antenna violations at the first check in global routing: 1

Place
  – Final weighted congestion in routability-driven placement: 1.031
  – Post-detail-place hpwl: 49920 um
  – PortBufs: 132
  – Pre-CTS setup slack: -0.5690 ns

Timing
  – Worst setup slack after layout: 0.2977 ns
  – Setup repair after global routing missed its margin: true
  – Skew final: 0.007132 ns
  – Max Clk Rate: 103.1 MHz
  – Slew margin rel.: 42.72%
  – Fin. Hold Viols: 0
  – Final Max Tran Viols: 0
  – Clock period minus final worst setup slack: 9.702 ns
  – Post-layout period usage: 97.02%
  – Measured slew at the worst slew-check pin: 0.8591 ns
  – Setup violations, final: 0

CTS
  – CTS buffer count: 5
  – Number of buffers inserted for hold repair after clock tree synthesis: 0
  – Clock Sinks: 33
  – # H-tree levels: 2
  – Clock Path Buffers: 2
  – Root Driver: clkbuf_16
  – Clk ins delay skew pair: 0.30 ns
  – TritonCTS clock tree: yes
  – Register clock-pin slew on the reported worst setup and hold paths: 0.06 ns

Floorplanning
  – Height of the die: 216.9 um
  – Floorplan core area: 0.04548 mm^2
  – Row count: 78
  – FP Util: 40.60%
  – Horizontal extent of the die: 216.9 um
  – I/O pin cnt: 133
  – Die outline area: 0.04702 mm^2

Layout
  – Ratio of cells with drive above 1 in the final layout: 15.55%
  – Tally of filler cells in the layout: 4288
  – Fin util: 50.93%
  – Relative area change from synthesis to final layout: 25.45%

Detailed routing
  – Post-detailed-routing wire length: 55390 um
  – Total via count in the routed design: 15488
  – DRC viols: 0
  – Drt pass-1 iters: 5
  – Number of antenna cells inserted: 0
  – Antenna viol nets, final: 0
  – Vias per Instance: 4.881
  – Wire length per cell: 17.46 um
  – DRC violation total after the first TritonRoute iteration: 537

Power and ir drop
  – Total power divided by cell area: 281.9 mW/mm^2
  – Clock network fraction of total power: 2.6%
  – Int Pwr: 3.504 mW
  – Worst voltage drop across the vdd grid: 0.0005600 V
  – Sequential Power Share: 4.6%
  – Switching component of the power: 3.025 mW
  – Leakage: 11.60 nW
  – Switching share of power: 46.34%
  – Combinational power share: 92.8%

Run status
  – Run status: finished clean

Min path
  – Type of the worst min-delay path: register to register
  – Worst min-delay path startpoint: MAC1.adder_out[0]

Job
  – Log Warnings: 26
  – Max-capacitance violation count: 0
-- metal layers --
layer / track usage, % / vias up / part of all wire (%)
li1: - / 7457 / -
met3: 7.024 / 84 / 6.5
met4: 6.315 / 2 / 3.1
met5: 0 / - / 0.020
met1: 33.57 / 7535 / 39
met2: 45.21 / 410 / 51
-- power by group through the flow --
stage         Sequential, mW  Clock (mW)  Combinational, mW
finish                 0.301       0.170               6.06
global route           0.311       0.182               6.77
CTS                    0.303       0.181               5.92
-- layout make-up --
cell class | instances | area (um^2) | area share [%]
timing repair buffer | 450 | 3765 | 16.25
clock buffer | 7 | 142.6 | 0.6158
multi-input combinational | 1566 | 15740 | 67.95
sequential | 33 | 825.8 | 3.565
tap | 600 | 750.7 | 3.241
inverter | 517 | 1941 | 8.378
-- worst register-to-register path, cell delays in order, from the launching register on --
cell	delay, ns
dfrtp_1	0.32
buf_4	0.37
nor2b_1	0.11
ha_1	0.24
fa_1	0.46
a21o_1	0.21
a21oi_2	0.15
o21bai_1	0.09
a21oi_2	0.19
o21bai_1	0.08
a21oi_1	0.19
o21ai_1	0.16
o2111a_1	0.27
a311o_1	0.27
-- kinds of logic (layout without fill, tap and decap cells) --
group / after synthesis / after routing / synth area share [%]
flip-flops: 33 / 33 / 4.472
AND-OR/OR-AND: 241 / 241 / 9.582
adder cells (fa/ha/maj): 546 / 546 / 52.21
buffers and inverters: 580 / 974 / 11.81
AND/OR/NAND/NOR: 658 / 658 / 15.67
XOR/XNOR: 115 / 115 / 5.902
multiplexers: 6 / 6 / 0.3524
-- metrics by stage --
step | hold WS (ns) | power [mW] | setup TNS [ns] | cells | area [um^2]
2_1_floorplan | 0.5750 | 4.027 | 0 | 2179 | 18500
3_3_place_gp | 0.6410 | 6.113 | -1.227 | 3156 | 22670
3_5_place_dp | 0.6368 | 6.165 | -1.252 | 3156 | 22670
4_1_cts | 0.6585 | 6.401 | 0 | 3163 | 22820
5_1_grt | 0.6774 | 7.263 | -0.02653 | 3173 | 23160
6_report | 0.6480 | 6.529 | 0 | 3173 | 23160
-- placed cells by master, fill, tap and decap left out, types with 4 or more instances in the layout --
cell | netlist | final
nand3_1 | 11 | 11
nand2b_1 | 27 | 26
nor4_1 | 7 | 5
fa_1 | 374 | 371
a21oi_2 | 0 | 7
nor3_1 | 20 | 17
a31oi_1 | 4 | 4
a22o_1 | 49 | 47
xnor2_1 | 82 | 81
nor2b_1 | 39 | 38
nor3_2 | 1 | 4
clkdlybuf4s50_1 | 0 | 122
buf_12 | 0 | 4
o21a_1 | 8 | 8
o21ai_0 | 40 | 33
mux2_2 | 4 | 4
xor2_1 | 27 | 24
nor2_1 | 254 | 249
nand4_1 | 5 | 5
xnor3_1 | 6 | 6
nor2_2 | 0 | 4
o21bai_1 | 5 | 5
or4_4 | 3 | 4
dfrtp_1 | 33 | 33
a22oi_2 | 2 | 6
a21o_1 | 11 | 11
and2_1 | 17 | 17
clkbuf_16 | 0 | 5
a22oi_1 | 47 | 43
buf_4 | 0 | 313
o21ai_1 | 3 | 7
dlymetal6s2s_1 | 0 | 7
a21oi_1 | 36 | 29
ha_1 | 172 | 167
nand2_1 | 251 | 251
inv_1 | 517 | 515
-- final timing paths --
check,end,slack (ns),cells past startpoint
worst max-delay path,MAC2.adder_out[15],0.30,31
worst min register to register,MAC1.adder_out[0],0.65,2
min in group asynchronous,MAC1.adder_out[7],1.75,2
worst max register to register,MAC1.adder_out[14],6.78,13
worst min-delay path,MAC1.adder_out[0],0.65,2
max in group asynchronous,MAC2.adder_out[15],7.86,2
-- what timing repair did --
action,in CTS,in global routing
pin swaps,0,41
setup buffers,0,10
resized,2,62
setup endpoints to repair,1,11
Power figures rest on the tool's default switching activity, not on a simulated workload.
